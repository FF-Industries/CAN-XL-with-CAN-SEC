<file path="design/flow/design.v">
module canxl_rx_fcrc (clk, g_rst, data, fcrc_enable, initialize, tx_success,
rx_success, rcvd_bt_cnt, fcrc_frm);
input clk;
input g_rst;
input data;
input fcrc_enable;
input initialize;
input tx_success;
input rx_success;
input [14:0] rcvd_bt_cnt;
output [31:0] fcrc_frm;
reg [31:0] fcrc_frm;
wire fcrc_next;
wire [31:0] fcrc_tmp;
reg [14:0] prev_rcvd_bt_cnt;
  assign fcrc_next = data ^ fcrc_frm[31];
  assign fcrc_tmp = {fcrc_frm[30:0], 1'b0};
always @ (posedge clk or posedge g_rst)
begin
 if(g_rst)
 begin 
 fcrc_frm <= 32'h0;
 prev_rcvd_bt_cnt <= 15'h0;
 end 
 else if (tx_success || rx_success)
 begin
 fcrc_frm <= 32'h0;
 prev_rcvd_bt_cnt <= rcvd_bt_cnt;
 end
 else if (initialize)
 begin
 fcrc_frm <= 32'h0;
 prev_rcvd_bt_cnt <= rcvd_bt_cnt;
 end 
else if (fcrc_enable && (rcvd_bt_cnt != prev_rcvd_bt_cnt))
    begin
        if (fcrc_next)
        begin
            fcrc_frm <= fcrc_tmp ^ 32'h90BF6B5E;
        end
        else
        begin
            fcrc_frm <= fcrc_tmp;
        end
        prev_rcvd_bt_cnt <= rcvd_bt_cnt;
    end
end
endmodule 
</file>
<file path="design/flow/run.sh">
#!/bin/bash
# OpenROAD 26Q1-2900-gdf79404cd8, Yosys 0.63+post, stock flow scripts
make -C /OpenROAD-flow-scripts/flow DESIGN_CONFIG=/design/flow/config.mk WORK_HOME=/design/flow/orfs finish
</file>
<file path="design/flow/config.mk">
export PLATFORM = sky130hd
export DESIGN_NAME = canxl_rx_fcrc
export DESIGN_NICKNAME = canxl_rx_fcrc
export VERILOG_FILES = /design/flow/design.v
export SDC_FILE = /design/flow/constraint.sdc
export NUM_CORES = 4
export LEC_CHECK = 1
export CORE_UTILIZATION = 30
</file>
<file path="design/flow/constraint.sdc">
current_design canxl_rx_fcrc

set clk_period 11.5
set clk_io_pct 0.2

create_clock -name clk0 -period $clk_period [get_ports {clk}]

set non_clock_inputs [all_inputs -no_clocks]
set_input_delay [expr $clk_period * $clk_io_pct] -clock clk0 $non_clock_inputs
set_output_delay [expr $clk_period * $clk_io_pct] -clock clk0 [all_outputs]
</file>
==> job_summary.md <==
## PnR job results

| Metric | Value |
|---|---|
| Slowest-stage cell, CP | `or2_1` |
| Initial antenna violation count | `0` |
| Post-synth ARST share | `1.00` |
| Die width | `88.2 µm` |
| First-pass GRT wire length | `roughly 6600 µm` |
| Vias in the first global route | `around 1300` |
| Max-area cell share | `0.517` |
| Number of setup violations in the final report | `0` |
| Core Util at FP | `0.309` |
| Root buf cell | `clkbuf_8` |
| Port Buffers | `between 50 and 60` |
| WHS Path Cells | `1` |
| Post-synth top cells | `dfrtp_1 (46), xnor2_1 (32), nor2_1 (31), mux2i_1 (29), mux2_4 (10)` |
| Synth area leaders | `dfrtp_1 (52%), mux2i_1 (13%), xnor2_1 (13%), mux2_4 (6.7%), nor2_1 (5.2%)` |
| Avg Synthesized Cell Area | `between 10 and 15 µm²` |
| Sink Count | `approximately 46` |
| Htree depth | `2` |
| GPL Wtd Cong | `0.770` |
| Fin crit share | `0.405` |
| Clk_skew | `~0.0062 ns` |
| Post-DR vias/cell | `around 4.2` |
| Worst-Skew Late Latency | `0.29 ns` |
| Final setup TNS | `0 ns` |
| Flops after synth | `46` |
| Initial DRT Pass Iterations | `4` |
| RSZ-0062 raised after global routing | `false` |
| Total grt overflow | `0` |
| Total chip power | `between 300 and 400 µW` |
| Arrival time at the worst endpoint | `just under 5 ns` |
| Routed Wire Length | `around 4000 µm` |
| Status | `finished clean` |
| Reg2reg start | `prev_rcvd_bt_cnt[1]` |
| Postcts setup bufs | `0` |
| Largest net degree at the start of global routing | `47` |
| Distinct cells, synth | `22` |
| Hold wc startpoint | `prev_rcvd_bt_cnt[3]` |
| Seq share, synth | `0.517` |
| Cells in synth_stat.txt | `around 180` |
| Startpoint types | `primary input` |
| Syn. warnings | `1` |
| CTS hold repair buffers | `0` |
| Layout cells sized above 1 | `0.124` |
| Leakage power | `~0.0013 µW` |
| Fmax | `about 210 MHz` |
| Tool Warnings | `25` |
| Critical path type | `primary input to flop` |
| Power density over the cells | `108 nW/µm²` |
| CP Max Fanout | `34` |
| Post_cts resized | `0` |
| CP Cell Sequence | `clkdlybuf4s50_1 -> xnor2_1 -> nand4_1 -> o41a_2 -> buf_4 -> or2_1 -> mux2_4` |
| CTS buffer count | `5` |
| Cell count after synthesis | `181` |
| Clock tree from TritonCTS | `built` |
| Io pins | `roughly 54` |
| Die Span Y | `slightly below 90 µm` |
| Slew HR | `0.466` |
| Worst hold path type | `flop to flop` |
| Dominant Register Cell | `dfrtp_1` |
| Peak VDD IR | `between 0.00006 and 0.00007 V` |
| Diode count | `0` |
| Final slew viol count | `0` |
| Largest area contributor in the netlist | `dfrtp_1` |
| Count leader, synth | `dfrtp_1` |
| CP peak stage delay | `~0.57 ns` |
| DRC Markers | `0` |
| Chip area | `between 7000 and 8000 µm²` |
| Final hold slack | `between 0.5 and 0.6 ns` |
| Slew of the pin with the lowest slew margin | `about 0.80 ns` |
| Clock-pin slew on the worst setup and hold paths | `0.08 ns` |
| Total Routing Usage GR | `0.110` |
| Dpl hpwl | `roughly 2600 µm` |
| Site Rows | `31` |
| Number of enable flip-flop cells | `0` |
| Hold path endpoint | `prev_rcvd_bt_cnt[3]` |
| Final tally of hold violations | `0` |
| FF-to-FF End | `prev_rcvd_bt_cnt[1]` |
| Max-cap violation count | `0` |
| Number of DRC markers in iteration 0 | `43` |
| Flop2flop setup slack | `between 8 and 9 ns` |
| Core area | `7210 µm²` |
| Final min period | `~4.7 ns` |
| Fillers | `~700` |
| Clock tree buffer depth | `2` |
| Yosys stat chip area | `roughly 2200 µm²` |
| Worst r2r path cells | `6` |
| Critical Path RT | `11.68 ns` |
| Worst setup EP type | `flop` |
| Average wire per cell in the routed design | `12.0 µm` |
| Antenna viol nets, final | `0` |
| DR vias | `between 1000 and 1500` |
| Synthesis-to-layout area growth | `31.0%` |
| Synthesized area | `~2200 µm²` |
[flip-flops by register name, indices dropped and copies added, names as in the netlist]
register / cells
prev_rcvd_bt_cnt: 15
fcrc_frm: 31
[kinds of logic (layout without fill, tap and decap cells)]
family,after synthesis,count (layout),share of synthesized area
compound gates,3,3,0.0124
mux,44,44,0.223
simple gates,39,39,0.0724
xor+xnor,34,34,0.137
buf+inv,14,66,0.0371
flops,46,46,0.517
other cells,1,1,0.00168
[metal layers]
metal	global-route usage	wire [µm]
met2	0.169	1760
met5	0	0
met1	0.169	1970
met3	0.0239	213
met4	0.0132	44
[layout by cell type, fill, tap and decap left out, drive strengths merged]
cell	instances
a211oi	1
o41a	1
buf	4
or2	1
a211o	1
xnor2	33
mux2i	29
nand4	3
xor2	1
nand2	1
conb	1
nand3	2
dfrtp	46
or3	1
clkdlybuf4s50	52
clkbuf	7
nor2	31
mux2	15
clkinv	1
inv	2
[layout make-up]
class                      count  area (µm²)  area share
inverter                       2        7.51     0.00257
clock inverter                 1        5.00     0.00171
clock buffer                   7        86.3      0.0296
multi-input combinational    121         996       0.341
sequential                    46        1150       0.394
tap                           99         124      0.0424
timing repair buffer          56         551       0.189
[report_power, final]
part	switching (µW)	leakage [µW]	internal (µW)
Sequential	3.69	0.000606	166
Combinational	18.3	0.000608	25.6
Clock	52.2	0.0000482	48.6
Total	74.1	0.00126	241
[worst max-delay path: cells and delay by family]
family / cells / cell delay, ns
buf+inv: 2 / 0.81
simple gates: 2 / 0.69
compound gates: 1 / 0.48
xor+xnor: 1 / 0.13
mux: 1 / 0.41
[worst max-delay path by stage]
| stage | cells past startpoint | startpoint | end | slack (ns) |
|---|---|---|---|---|
| global route | 7 | rcvd_bt_cnt[0] | prev_rcvd_bt_cnt[10] | 6.73 |
| CTS | 7 | rcvd_bt_cnt[0] | prev_rcvd_bt_cnt[7] | 6.81 |
| finish | 7 | rcvd_bt_cnt[0] | prev_rcvd_bt_cnt[1] | 6.85 |
[metrics by stage]
| step | instances | utilization | setup slack (ns) | area, µm² |
|---|---|---|---|---|
| CTS | 332 | 0.405 | 6.81 | 2920 |
| detailed placement | 324 | 0.392 | 6.49 | 2830 |
| global route | 332 | 0.405 | 6.73 | 2920 |
| floorplan | 181 | - | 7.54 | 2230 |
| finish | 332 | 0.405 | 6.85 | 2920 |
| global placement | 324 | 0.392 | 6.50 | 2830 |
Power figures rest on the tool's default switching activity, not on a simulated workload.
