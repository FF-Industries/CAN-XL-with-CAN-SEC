$ cat design/flow/config.mk
export PLATFORM = sky130hd
export DESIGN_NAME = canxl_rx_pcrc
export DESIGN_NICKNAME = canxl_rx_pcrc
export VERILOG_FILES = /design/flow/design.v
export SDC_FILE = /design/flow/constraint.sdc
export NUM_CORES = 4
export LEC_CHECK = 1
export CORE_UTILIZATION = 30
$ cat design/flow/constraint.sdc
current_design canxl_rx_pcrc

set clk_period 6.9
set clk_io_pct 0.2

create_clock -name clk0 -period $clk_period [get_ports {clk}]

set non_clock_inputs [all_inputs -no_clocks]
set_input_delay [expr $clk_period * $clk_io_pct] -clock clk0 $non_clock_inputs
set_output_delay [expr $clk_period * $clk_io_pct] -clock clk0 [all_outputs]
$ cat design/flow/design.v
module canxl_rx_pcrc (
    clk,
    g_rst,
    data,
    pcrc_enable,
    initialize,
    tx_success,
    rx_success,
    rcvd_bt_cnt,
    pcrc_frm
);
input clk;
input g_rst;
input data;
input pcrc_enable;
input initialize;
input tx_success;
input rx_success;
input [14:0] rcvd_bt_cnt;
output [12:0] pcrc_frm;
reg [12:0] pcrc_frm;
wire pcrc_next;
wire [12:0] pcrc_tmp;
reg [14:0] prev_rcvd_bt_cnt;
assign pcrc_next = data ^ pcrc_frm[12];
assign pcrc_tmp = {pcrc_frm[11:0], 1'b0};
always @ (posedge clk or posedge g_rst)
begin
    if (g_rst)
    begin
        pcrc_frm <= 13'h0;
        prev_rcvd_bt_cnt <= 15'h0;
    end
    else if (tx_success || rx_success)
    begin
        pcrc_frm <= 13'h0;
        prev_rcvd_bt_cnt <= rcvd_bt_cnt;
    end
    else if (initialize)
    begin
        pcrc_frm <= 13'h0;
        prev_rcvd_bt_cnt <= rcvd_bt_cnt;
    end
    else if (pcrc_enable && (rcvd_bt_cnt != prev_rcvd_bt_cnt))
    begin
        if (pcrc_next)
        begin
            pcrc_frm <= pcrc_tmp ^ 13'h19C7;
        end
        else
        begin
            pcrc_frm <= pcrc_tmp;
        end
        prev_rcvd_bt_cnt <= rcvd_bt_cnt;
    end
end
endmodule
$ cat design/flow/run.sh
#!/bin/bash
# OpenROAD 26Q1-2900-gdf79404cd8, Yosys 0.63+post, stock flow scripts
make -C /OpenROAD-flow-scripts/flow DESIGN_CONFIG=/design/flow/config.mk WORK_HOME=/design/flow/orfs finish
==> results.sh <==
# flow metrics
export IMPL_ff_type="dfrtp_1"
export IMPL_p_leak_uw=0.0007768
export IMPL_worstMarginPinSlew_ns=0.8117
export IMPL_grt_pass1_wl_um=4574
export IMPL_antenna_left=0
export IMPL_routed_wl_met2_um=1190
export IMPL_first_pass_iters=4
export IMPL_hp_class="reg2reg"
export IMPL_hold_viol=0
export IMPL_status="complete, no violations"
export IMPL_grt_max_degree=29
export IMPL_dp_hpwl_um=1807
export IMPL_power_uw=325.3
export IMPL_powerDensity_nw_per_um2=176.6
export IMPL_top_area_share_pct=50.59
export IMPL_maxSlewHeadroom_pct=45.50
export IMPL_clock_skew_ns=0.001201
export IMPL_synth_avg_cell_area_sq_um=12.37
export IMPL_cts_sinks=28
export IMPL_drive_gt1_share_pct=16.89
export IMPL_areaGrowthSynthToFinish_pct=32.97
export IMPL_synth_cells=112
export IMPL_top_cells_by_count="dfrtp_1 (28), xnor2_1 (17), nand3_1 (13)"
export IMPL_postCtsSetupRepairBufs=0
export IMPL_cts_tree="done"
export IMPL_synth_warnings=1
export IMPL_clk_pin_slew_ns=0.09
export IMPL_gp_congestion=0.8041
export IMPL_synth_top_cell_by_count="dfrtp_1"
export IMPL_post_route_util_pct=42.01
export IMPL_ys_types=19
export IMPL_start_kind="primary input"
export IMPL_fmax_mhz=291.2
export IMPL_ys_chip_area_sq_um=1385
export IMPL_criticalPathCategory="in2reg"
export IMPL_drcViolationCount=0
export IMPL_wl_met1_um=1288
export IMPL_chip_area_sq_um=4892
export IMPL_yosys_area_top_type="dfrtp_1"
export IMPL_core_area_sq_um=4384
export IMPL_io_buffers=34
export IMPL_die_h_um=69.95
export IMPL_ys_flops=28
export IMPL_wl_met3_um=178
export IMPL_antenna_cells=0
export IMPL_setup_tns_ns=0
export IMPL_cts_resized=0
export IMPL_hold_slack_ns=0.5375
export IMPL_top_level_ports=35
export IMPL_worstPathArrival_ns=3.59
export IMPL_grt_overflow=0
export IMPL_final_min_clock_period_ns=3.434
export IMPL_yosys_cells=112
export IMPL_crit_slowest_cell="clkdlybuf4s50_1"
export IMPL_dieWidth_um=69.95
export IMPL_edf_count=0
export IMPL_postRouteWirelength_um=2665
export IMPL_clk_path_buf_depth=2
export IMPL_grt_pass1_vias=1037
export IMPL_highest_layer="met4"
export IMPL_fp_util_pct=31.59
export IMPL_crit_path_max_incr_delay_ns=0.50
export IMPL_warnings=25
export IMPL_clk_latency_ns=0.27
export IMPL_viasPerCell=4.795
export IMPL_cap_viol_max_count=0
export IMPL_setup_viol=0
export IMPL_htree_levels=1
export IMPL_rsz0062_at_grt="false"
export IMPL_grtUsageTotal_pct=11.77
export IMPL_std_cell_rows=24
export IMPL_topCellsByArea="dfrtp_1 (51%), mux2_4 (11%), xnor2_1 (11%), nand3_1 (4.7%), mux2_2 (4.1%)"
export IMPL_slew_viol_final=0
export IMPL_antenna_found_initial=0
export IMPL_vias=959
export IMPL_crit_path_end_kind="flop"
export IMPL_drt_iter0_drc=45
export IMPL_wl_per_cell_um=13.33
export IMPL_required_ns=7.06
export IMPL_synthArstFlopShare_pct=100.0
export IMPL_fill_cells=399
export IMPL_ir_drop_mv=0.09442
export IMPL_holdBufCountCts=0
export IMPL_path_cells="clkdlybuf4s50_1 -> xnor2_1 -> nand4_1 -> o41ai_4 -> buf_4 -> nand2_2 -> mux2_4"
export IMPL_synth_area_sq_um=1385
export IMPL_finalCritPeriodShare_pct=49.77
export IMPL_cts_root_buffer="clkbuf_8"
export IMPL_yosysSeqAreaShare_pct=50.59
export IMPL_numCtsBuffers=3
export IMPL_path_max_fanout=27
-- final timing paths --
path	from	end	slack (ns)	cells past startpoint
min in group asynchronous	g_rst	prev_rcvd_bt_cnt[1]$_DFFE_PP0P_	1.47	3
max in group asynchronous	g_rst	pcrc_frm[12]$_DFFE_PP0P_	5.17	3
worst max-delay path	rcvd_bt_cnt[7]	prev_rcvd_bt_cnt[2]$_DFFE_PP0P_	3.47	7
worst min register to register	prev_rcvd_bt_cnt[4]$_DFFE_PP0P_	prev_rcvd_bt_cnt[4]$_DFFE_PP0P_	0.54	1
worst min-delay path	prev_rcvd_bt_cnt[4]$_DFFE_PP0P_	prev_rcvd_bt_cnt[4]$_DFFE_PP0P_	0.54	1
worst max register to register	prev_rcvd_bt_cnt[12]$_DFFE_PP0P_	prev_rcvd_bt_cnt[2]$_DFFE_PP0P_	4.65	6
-- routing by layer --
| metal | global-route usage, % | up-vias |
|---|---|---|
| met5 | 0 | - |
| met3 | 2.774 | 2 |
| met1 | 18.67 | 462 |
| li1 | - | 464 |
| met4 | 0.6667 | 0 |
| met2 | 17.95 | 31 |
-- where the power goes --
group	internal [uW]	switching (uW)
logic	29.9	20.9
registers	171	4.78
clock network	51.0	48.1
total	251	73.8
-- kinds of logic (layout without fill, tap and decap cells) --
| kind of cell | Yosys count | after routing | synth area share, % |
|---|---|---|---|
| AOI/OAI and AO/OA | 15 | 15 | 8.311 |
| buffers and inverters | 6 | 42 | 2.167 |
| and+or+nand+nor | 25 | 25 | 9.485 |
| DFF | 28 | 28 | 50.59 |
| muxes | 15 | 15 | 14.90 |
| xor gates and xnor gates | 23 | 23 | 14.54 |
-- cell usage in the layout, fill, tap and decap left out --
cell type        netlist  final
a21oi_1                1      1
buf_4                  0      3
clkbuf_8               0      4
clkdlybuf4s50_1        0     34
dfrtp_1               28     28
inv_1                  1      1
mux2_2                 5      5
mux2_4                10     10
nand2_1                5      5
nand2_2                1      1
nand3_1               13     13
nand4_1                3      3
nor3_2                 1      1
o21ai_0                6      6
o31ai_1                7      7
o41ai_4                1      1
or3_1                  2      2
xnor2_1               17     17
xor2_1                 6      6
-- worst max-delay path: cells and delay by family --
| family | cells | cell delay [ns] |
|---|---|---|
| XOR/XNOR | 1 | 0.13 |
| AND/OR/NAND/NOR | 2 | 0.49 |
| multiplexers | 1 | 0.40 |
| AND-OR/OR-AND | 1 | 0.36 |
| buffers and inverters | 2 | 0.82 |
-- state kept, by name, indices dropped and copies added (netlist names) --
register          cells
pcrc_frm             13
prev_rcvd_bt_cnt     15
-- per-stage QoR --
step	area (sq um)	worst slack, ns	instances
global placement	1787	3.214	196
finish	1842	3.466	200
CTS	1842	3.461	200
floorplan	1385	3.941	112
global route	1842	3.342	200
detailed placement	1787	3.184	196
-- layout make-up --
class,instances,area [sq um],area share (%)
Tap cell,52,65.06,3.533
Inverter,1,3.754,0.2038
Sequential cell,28,700.7,38.04
Multi-Input combinational cell,78,654.4,35.53
Clock buffer,4,55.05,2.989
Timing Repair Buffer,37,362.8,19.70
No activity file was given, so power comes from the tool's default toggle rates.
